**design/flow/run.sh**
```bash
#!/bin/bash
# OpenROAD 26Q1-2900-gdf79404cd8, Yosys 0.63+post, stock flow scripts
make -C /OpenROAD-flow-scripts/flow DESIGN_CONFIG=/design/flow/config.mk WORK_HOME=/design/flow/orfs finish
```
**design/flow/constraint.sdc**
```tcl
current_design uart_byte_rx

set clk_period 4.9
set clk_io_pct 0.2

create_clock -name clk0 -period $clk_period [get_ports {Clk}]

set non_clock_inputs [all_inputs -no_clocks]
set_input_delay [expr $clk_period * $clk_io_pct] -clock clk0 $non_clock_inputs
set_output_delay [expr $clk_period * $clk_io_pct] -clock clk0 [all_outputs]
```
**design/flow/design.v**
```verilog
`timescale 1ns/1ns
module uart_byte_rx(
    Clk,
    Reset_n,
    Baud_Set,
    uart_rx,
    Data,
    Rx_Done,  
);
   input Clk;
   input Reset_n;
   input [2:0]Baud_Set;
   input uart_rx;
   output reg[7:0]Data; 
   output reg Rx_Done;
   reg [1:0]uart_rx_r;
   always@(posedge Clk)begin
        uart_rx_r[0] <= #1 uart_rx;
        uart_rx_r[1] <= #1 uart_rx_r[0] ;
   end
    wire pedge_uart_rx;
    assign pedge_uart_rx = (uart_rx_r == 2'b01);
    wire nedge_uart_rx;
    assign nedge_uart_rx = (uart_rx_r == 2'b10);  
    reg [8:0]  Bps_DR;
    always@(*)
        case(Baud_Set)
            0:Bps_DR = 1000000000/9600/16/20 - 1;
            1:Bps_DR = 1000000000/19200/16/20 - 1;
            2:Bps_DR = 1000000000/38400/16/20 - 1;
            3:Bps_DR = 1000000000/57600/16/20 - 1;
            4:Bps_DR = 1000000000/115200/16/20 - 1;
            default:Bps_DR = 1000000000/9600/16/20 - 1;
        endcase
    wire bps_clk_16x;
    assign bps_clk_16x = (div_cnt == Bps_DR / 2);
    reg RX_EN;
    always@(posedge Clk or negedge Reset_n)
    if(!Reset_n) 
        RX_EN <= #1 0;
    else if(nedge_uart_rx)
        RX_EN <= #1 1;
    else if(Rx_Done || (sta_bit >= 4))
        RX_EN <= #1 0;
    reg [8:0]div_cnt;
    always@(posedge Clk or negedge Reset_n)
    if(!Reset_n)    
        div_cnt <= #1 0;
    else if(RX_EN)begin
        if(div_cnt == Bps_DR)
            div_cnt <= #1 0;
        else
            div_cnt <= #1 div_cnt + 1'b1;
    end
    else
        div_cnt <= #1 0;
    reg [7:0]bps_cnt;
    always@(posedge Clk or negedge Reset_n)
    if(!Reset_n) 
        bps_cnt <= #1 0;
    else if(RX_EN)begin
        if(bps_clk_16x)begin
            if(bps_cnt == 160)
                bps_cnt <= #1 0;
            else
                bps_cnt <= #1 bps_cnt + 1'b1;
        end
        else
            bps_cnt <= #1 bps_cnt;
     end
     else
        bps_cnt <= #1 0;
    reg[2:0]r_data[7:0];
    reg [2:0]sta_bit;
    reg [2:0]sto_bit;
    always@(posedge Clk or negedge Reset_n)
    if(!Reset_n) begin
        sta_bit <= #1 0;
        sto_bit <= #1 0;
        r_data[0] <= #1 0;
        r_data[1] <= #1 0;
        r_data[2] <= #1 0;
        r_data[3] <= #1 0;
        r_data[4] <= #1 0;
        r_data[5] <= #1 0;
        r_data[6] <= #1 0;
        r_data[7] <= #1 0;
    end
    else if(bps_clk_16x)begin
        case(bps_cnt)
            0:begin
                sta_bit <= #1 0;
                sto_bit <= #1 0;
                r_data[0] <= #1 0;
                r_data[1] <= #1 0;
                r_data[2] <= #1 0;
                r_data[3] <= #1 0;
                r_data[4] <= #1 0;
                r_data[5] <= #1 0;
                r_data[6] <= #1 0;
                r_data[7] <= #1 0;
            end
            5,6,7,8,9,10,11:sta_bit <= #1 sta_bit + uart_rx;
            21,22,23,24,25,26,27: r_data[0] <= #1 r_data[0] + uart_rx;
            37,38,39,40,41,42,43: r_data[1] <= #1 r_data[1] + uart_rx;
            53,54,55,56,57,58,59: r_data[2] <= #1 r_data[2] + uart_rx;
            69,70,71,72,73,74,75: r_data[3] <= #1 r_data[3] + uart_rx;
            85,86,87,88,89,90,91: r_data[4] <= #1 r_data[4] + uart_rx;
            101,102,103,104,105,106,107: r_data[5] <= #1 r_data[5] + uart_rx;
            117,118,119,120,121,122,123: r_data[6] <= #1 r_data[6] + uart_rx;
            133,134,135,136,137,138,139: r_data[7] <= #1 r_data[7] + uart_rx;
            149,150,151,152,153,154,155: sto_bit <= #1 sto_bit + uart_rx;
            default:;
        endcase
    end
    always@(posedge Clk or negedge Reset_n)
    if(!Reset_n) 
        Data <= #1 0;        
    else if(bps_clk_16x && (bps_cnt == 159))begin
        Data[0] <= #1 (r_data[0] >= 4)?1'b1:1'b0;
        Data[1] <= #1 (r_data[1] >= 4)?1'b1:1'b0;
        Data[2] <= #1 (r_data[2] >= 4)?1'b1:1'b0;
        Data[3] <= #1 (r_data[3] >= 4)?1'b1:1'b0;
        Data[4] <= #1 (r_data[4] >= 4)?1'b1:1'b0;
        Data[5] <= #1 (r_data[5] >= 4)?1'b1:1'b0;
        Data[6] <= #1 (r_data[6] >= 4)?1'b1:1'b0;
        Data[7] <= #1 (r_data[7] >= 4)?1'b1:1'b0;
    end 
    always@(posedge Clk or negedge Reset_n)
    if(!Reset_n) 
        Rx_Done <= #1 0;
    else if((div_cnt == Bps_DR/2) && (bps_cnt == 160))
        Rx_Done <= #1 1;
    else
        Rx_Done <= #1 0; 
endmodule
```
**design/flow/config.mk**
```make
export PLATFORM = sky130hd
export DESIGN_NAME = uart_byte_rx
export DESIGN_NICKNAME = uart_byte_rx
export VERILOG_FILES = /design/flow/design.v
export SDC_FILE = /design/flow/constraint.sdc
export NUM_CORES = 4
export LEC_CHECK = 1
export CORE_UTILIZATION = 50
```
==> impl_metrics.csv <==
group,metric,value,unit
clock_tree,cts_inserted_buffers,5,
synthesis,async_flop_share,0.964,
clock_tree,post_cts_buffers,0,
synthesis,synth_stat.cells,347,
floorplanning,chipArea,0.00730,sq mm
sta,fin_crit_sh,0.772,
synthesis,yosys_warnings,2,
placed_design,hpwl,4.80,mm
synthesis,yosysTopAreaCellShare,0.388,
flow_run,warning_count,28,
sta,drv_slew,0,
route,drt_wl_total,6.99,mm
floorplanning,core,0.00676,sq mm
global_route,grt.total_usage,0.216,
floorplanning,chipWidth,85.5,um
power,p_sw,441,uW
synthesis,largest_area_cell,"dfrtp_1",
hold_path,hp-class,"reg -> reg",
sta,slew_headroom,0.527,
power,p_seq_frac,0.476,
placed_design,place_inst,421,
clock_tree,path_clk_slew,90,ps
sta,max_freq,264,MHz
critical_path,worstReg2RegStart,"div_cnt[1]",
clock_tree,clock-sinks,56,
sta,rsz0062_at_grt,"false",
finish,instances_no_fill,429,
synthesis,synth_top_flop_cell,"dfrtp_1",
global_route,antenna_found_initial,0,
clock_tree,htreeDepth,2,
synthesis,synth.most_common_cell,"dfrtp_1",
route,antenna_cells,0,
synthesis,synth_flops,56,
global_route,grt_overflow,0,
global_route,grt_max_degree,55,
clock_tree,clock_latency,310,ps
critical_path,crit_start,"Baud_Set[2]",
critical_path,crit_arrival,4040,ps
clock_tree,cts_tree,"built",
critical_path,critPathLaunchType,"input pin",
floorplanning,std_cell_rows,30,
clock_tree,ctsResizeCount,0,
critical_path,path_max_fanout,21,
floorplanning,initCoreUtil,0.515,
synthesis,synth_cell_type_count,59,
route,via_count,2662,
route,drc,0,
critical_path,r2r_slack,2110,ps
finish,layout-drive-gt1-share,0.0860,
floorplanning,ioPinCount,15,
global_route,grt_pass1_wl,12.3,mm
sta,fin_crit,3780,ps
run_status,status,"finished, final reports clean",
route,wl_per_cell,16.3,um
synthesis,seq_area_frac_synth,0.400,
floorplanning,fp.dieH,85.5,um
synthesis,synth_area,0.00348,sq mm
route,ant_nets,0,
clock_tree,cts-root-buf,"clkbuf_8",
flow_run,drv_cap,0,
synthesis,synth_area_per_cell,10.0,sq um
power,ir_drop,0.190,mV
power,power_frac_clock,0.238,
synthesis,topCellsByArea,"dfrtp_1 39%, ha_1 8.3%, a32o_1 5.2%, nand2b_1 3.2%, nand3_1 3.2%",
route,viasPerCell,6.21,
global_route,first_global_vias,2533,
critical_path,end_kind,"flop",
clock_tree,hold_buffers,0,
critical_path,rr_endpoint,"r_data[7][1]",
sta,worst_slew_pin_slew,710,ps
placed_design,io_buffers,14,
clock_tree,clockBufferDepth,2,
sta,setup_viol,0,
synthesis,top_cells_by_count,"54 x dfrtp_1, 23 x ha_1, 22 x nand3_1",
power,p_comb_frac,0.286,
sta,fin_skew,11.1,ps
critical_path,endpoint,"r_data[7][1]",
synthesis,synth-edff-count,0,
sta,finalHoldViolCount,0,
placed_design,place_congestion,0.848,
power,power.density,332,mW/mm^2
critical_path,crit_type,"in -> reg",
route,first_pass_iters,4,
critical_path,worstPathRequired,5150,ps
power,p_sw_frac,0.355,
finish,area_growth,7.44,%
critical_path,r2r_cells,6,
power,intPower,803,uW
sta,fin_setup_tns,0,ps
synthesis,ys_area,0.00348,sq mm
power,p_leak,1.61,nW
route,drt_iter0_markers,151,
synthesis,syn_inst,347,
## worst min path at each step
stage                 from            to  cells after the start
CTS           uart_rx_r[0]  uart_rx_r[1]                      0
global route  uart_rx_r[0]  uart_rx_r[1]                      0
finish        uart_rx_r[0]  uart_rx_r[1]                      0
## stage by stage
step	util	setup slack, ps	hold WS [ps]	area, sq um	power [mW]
after CTS	0.554	1120	369	3740	1.26
after global placement	0.538	859	343	3630	0.954
after detailed placement	0.538	791	355	3630	0.956
final	0.554	1120	364	3740	1.24
after global routing	0.554	905	377	3740	1.34
after floorplan	-	2130	332	3480	0.872
## state kept, by name, indices dropped and copies added, names as in the netlist
register and cells:
r_data 24, sta_bit 3, uart_rx_r 2, bps_cnt 8
Rx_Done 1, div_cnt 9, Data 8, RX_EN 1
## critical path, stage by stage
cell and delay [ps]:
clkdlybuf4s50_1 910, or3b_1 490, a2bb2oi_1 190, a32o_2 400
nor2_1 550, buf_4 310, a32o_1 180
## placed cells by master, fill, tap and decap left out, types with 6 or more instances in the layout
master and instances:
dfrtp_1 54, ha_1 23, nand3_1 22, nand2b_1 18
nand2_1 18, nor2_1 18, a32o_1 18, o31ai_1 14
nor3_1 13, clkdlybuf4s50_1 13, nor2b_1 10, o21ai_0 9
mux2_2 9, a21oi_1 8, a22o_1 8, inv_1 6
xor2_1 6
## cell families (layout without fill, tap and decap cells)
logic type / count (synthesis) / count (layout) / share of synthesized area
buffers and inverters: 31 / 33 / 0.0413
adder cells (fa/ha/maj): 23 / 23 / 0.0826
AND/OR/NAND/NOR: 135 / 135 / 0.223
flip-flops: 56 / 56 / 0.400
AND-OR/OR-AND: 81 / 81 / 0.193
XOR/XNOR: 9 / 9 / 0.0226
multiplexers: 12 / 12 / 0.0377
## final cells by class
| class | count | area [sq um] |
|---|---|---|
| Multi-Input combinational cell | 260 | 1950 |
| Fill cell | 606 | 3020 |
| Tap cell | 80 | 100 |
| Inverter | 6 | 22.5 |
| Sequential cell | 56 | 1390 |
| Clock buffer | 6 | 72.6 |
| Timing Repair Buffer | 19 | 173 |
| Clock inverter | 2 | 35.0 |
## metal layers
layer	vias up	GRT usage	share of wire
met3	5	0.0247	0.028
met1	1295	0.345	0.51
met5	-	0	0
met4	0	0.0212	0.0093
met2	44	0.343	0.45
li1	1318	-	-
## power by group through the flow
stage                 Combinational, mW  Sequential, mW  Clock (mW)
after CTS                         0.360           0.590       0.310
after global routing              0.407           0.604       0.325
final                             0.355           0.592       0.297
Power is estimated from default activity; no workload was simulated.
